==> flow/design.v <==
module float2fxp_s #(
    parameter WOI = 9,
    parameter WOF = 7
)(  
    input   [31:0]  fp32_i,
    output  [15:0]  fxp_o,
    output          overflow       
);
wire signed [7:0]  exp_real;
wire s;
wire [7:0]     e;
wire [22:0]    m;
wire zero_flag;
wire [15:0] fxp_bfs; 
wire [15:0] fxp_s;
assign s = fp32_i[31];
assign e = fp32_i[30:23];
assign m = fp32_i[22:0];
assign exp_real = e - 127;
assign overflow = (exp_real >= WOI-1);
assign zero_flag= (exp_real < -WOF);
assign fxp_bfs = overflow ? s?16'b1000_0000_0000_0000:16'b0111_1111_1111_1111:
                 zero_flag? 16'd0:
                 {2'b01,m[22-:(WOI+WOF-2)]};
assign fxp_s = fxp_bfs >>(WOI-2-exp_real);
assign fxp_o = s?(~fxp_s)+1'b1:
                 fxp_s;
endmodule
module fxp2float_s #(
    parameter WOI = 1,
    parameter WOF = 7
)(
    input   [7:0]  fxp,
    output  [31:0]  fp32
);
    wire all_zero;
    wire s;
    wire [7:0]  e;
    wire [22:0] m;
    wire [7:0] fxp_abs;
    integer i;
    reg [2:0] lead_one_pos;
    assign all_zero = ~(|fxp);
    assign s = fxp[7];
    assign fxp_abs = s?(~fxp)+1'b1:fxp;
    always@(*)begin
        lead_one_pos = 'd0;
        for(i=0;i<7;i=i+1)begin
            if(fxp_abs[i])begin
                lead_one_pos = $unsigned(i);            
            end
        end
    end
    assign m = {fxp_abs << (8-lead_one_pos),{(23-8){1'b0}}};
    assign e = lead_one_pos + 120;
    assign fp32 = all_zero?'d0:{s,e,m};
endmodule
module num_field_cvt#(
    parameter WOI_IN    = 9,
    parameter WOI_OUT   = 1,
    parameter WOF_IN    = 7,
    parameter WOF_OUT   = 7,
    parameter ADDR_MW   = 15,
    parameter ADDR_SW   = 12
)(
    input   [ADDR_MW-1:0]   bc_addr_m       ,
    input   [63:0]          bc_din_fp32x2   ,
    output  [63:0]          bc_dout_fp32x2  ,
    output  [ADDR_SW-1:0]   bc_addr_s       ,
    output  [31:0]          bc_din_fxpx2    ,
    input   [31:0]          bc_dout_fxpx2   ,
    input   [7:0]           bc_we_m         ,
    output                  bc_we_s         
);
assign bc_we_s = bc_we_m[0];
assign bc_addr_s = bc_addr_m[ADDR_MW-1:3];
float2fxp_s #(
    .WOI(WOI_IN),
    .WOF(WOF_IN)
)float2fxp_h(  
    .fp32_i     (bc_din_fp32x2[63:32]),
    .fxp_o      (bc_din_fxpx2[31:16]),
    .overflow   ()       
);
float2fxp_s #(
    .WOI(WOI_IN),
    .WOF(WOF_IN)
)float2fxp_l(  
    .fp32_i     (bc_din_fp32x2[31:0]),
    .fxp_o      (bc_din_fxpx2[15:0]),
    .overflow   ()       
);
fxp2float_s #(
    .WOI(WOI_OUT),
    .WOF(WOF_OUT)
)fxp2float_h(
    .fxp        (bc_dout_fxpx2[23:16]),
    .fp32       (bc_dout_fp32x2[63:32])
);
fxp2float_s #(
    .WOI(WOI_OUT),
    .WOF(WOF_OUT)
)fxp2float_l(
    .fxp        (bc_dout_fxpx2[7:0]),
    .fp32       (bc_dout_fp32x2[31:0])
);
endmodule
==> flow/run.sh <==
#!/bin/bash
# OpenROAD 26Q1-2900-gdf79404cd8, Yosys 0.63+post, stock flow scripts
make -C /OpenROAD-flow-scripts/flow DESIGN_CONFIG=/design/flow/config.mk WORK_HOME=/design/flow/orfs finish
==> flow/config.mk <==
export PLATFORM = sky130hd
export DESIGN_NAME = num_field_cvt
export DESIGN_NICKNAME = num_field_cvt
export VERILOG_FILES = /design/flow/design.v
export SDC_FILE = /design/flow/constraint.sdc
export NUM_CORES = 4
export LEC_CHECK = 1
export CORE_UTILIZATION = 30
==> flow/constraint.sdc <==
current_design num_field_cvt

set clk_period 7.9
set clk_io_pct 0.2

create_clock -name clk0 -period $clk_period

set non_clock_inputs [all_inputs -no_clocks]
set_input_delay [expr $clk_period * $clk_io_pct] -clock clk0 $non_clock_inputs
set_output_delay [expr $clk_period * $clk_io_pct] -clock clk0 [all_outputs]
==> flow_metrics.env <==
# physical design summary
export IMPL_outcome="finished clean"
export IMPL_critical_path_class="in -> out"
export IMPL_ys_chip_area_mm2=0.00429
export IMPL_fin_crit_ns=7.50
export IMPL_crit_family="AND-OR/OR-AND gates"
export IMPL_hold_viol=0
export IMPL_tns_ns=0
export IMPL_utilization_pct=38.9
export IMPL_hold_class="in -> out"
export IMPL_fillers=1397
export IMPL_diodes=0
export IMPL_core_area_mm2=0.0139
export IMPL_critical_path_max_stage_delay_ns=0.57
export IMPL_portBuffers=126
export IMPL_warnings=78
export IMPL_start_kind="input port"
export IMPL_routed_wl_um=11700
export IMPL_critPathMaxFanout=11
export IMPL_hold_buffers=0
export IMPL_postCtsSetupBuffers=0
export IMPL_drt_antenna_violating_nets=0
export IMPL_top_cell_area_share_pct=9.28
export IMPL_antenna_found_initial=0
export IMPL_switching_share_pct=49.0
export IMPL_hp_start="bc_addr_m[3]"
export IMPL_slowest_stage="clkdlybuf4s50_1"
export IMPL_p_sw_uw=202
export IMPL_std_cell_rows=43
export IMPL_drv_slew=0
export IMPL_xor_area_share_pct=8.67
export IMPL_maxCapViolCount=0
export IMPL_common_cells="58 x nor2_1, 54 x nand2_1, 53 x buf_4"
export IMPL_aoi_share_pct=27.1
export IMPL_synthSimpleGateAreaFrac_pct=27.9
export IMPL_top_area_cell="buf_4"
export IMPL_avgViaCountPerCell=5.22
export IMPL_synthCells=622
export IMPL_drt_pass1_iter_count=4
export IMPL_dieWidth_um=122
export IMPL_finalClockPeriodUsage_pct=94.9
export IMPL_path_buffers=3
export IMPL_worstMarginPinSlew_ns=0.794
export IMPL_crit_path_end_kind="primary output"
export IMPL_crit_chain="clkdlybuf4s50_1 -> nand3_1 -> xnor2_2 -> inv_1 -> ha_1 -> nor3b_1 -> a31oi_1 -> nor2_1 -> a311oi_1 -> nand4bb_1 -> o31a_1 -> nand2b_4 -> or3_1 -> a31oi_1 -> clkdlybuf4s50_1"
export IMPL_required_ns=6.32
export IMPL_p_per_area_mw_per_mm2=76.1
export IMPL_power_frac_clock_pct=0
export IMPL_ir_drop_uv=27.7
export IMPL_grt_usage_pct=15.3
export IMPL_flops=0
export IMPL_synthTopCellsByArea="buf_4 9.3%, mux2i_1 7.2%, mux4_2 6.8%, nor2_1 5.1%, nand2_1 4.7%"
export IMPL_rsz0062_at_grt="false"
export IMPL_synth_top_cell_by_count="nor2_1"
export IMPL_maxSlewHeadroom_pct=47.0
export IMPL_drt_initial_drc_count=386
export IMPL_fa_ha_area_share_pct=3.50
export IMPL_fp_util_pct=30.8
export IMPL_seqCellArea_um2=0
export IMPL_die_h_um=122
export IMPL_power_frac_seq_pct=0
export IMPL_clkbuf_count=0
export IMPL_hold_ws_ns=3.16
export IMPL_grt_pass1_vias=3996
export IMPL_setup_violations=0
export IMPL_io_pins=228
export IMPL_startpoint="bc_din_fp32x2[56]"
export IMPL_syn_cell_area_mm2=0.00429
export IMPL_drc=0
export IMPL_area_growth_pct=26.6
export IMPL_worstPathArrival_ns=5.92
export IMPL_netlist_logic_family_top="simple AND/OR/NAND/NOR gates"
export IMPL_die_area_mm2=0.0148
export IMPL_yosys_warnings=1
export IMPL_logic_area_mm2=0.00374
export IMPL_wl_per_cell_um=13.2
export IMPL_routabilityCongestion=0.916
export IMPL_ys_cells=622
export IMPL_ys_seq_share_pct=0
export IMPL_grt_max_degree=27
export IMPL_power_leakage_nw=2.15
export IMPL_vias=4627
export IMPL_cellInternalPower_uw=211
export IMPL_synth_area_per_cell_um2=6.89
export IMPL_overflow=0
export IMPL_grt_pass1_wl_um=18900
export IMPL_layout_drive_gt1_share_pct=7.93
export IMPL_postCtsResizedCells=0
export IMPL_mux_area_share_pct=17.3
export IMPL_dp_hpwl_um=9550
export IMPL_timing_fmax_mhz=133
export IMPL_synth_distinct_cells=82
export IMPL_p_comb_share_pct=100.0
[cell type report]
cell class                      count  area share [%]
Multi-Input combinational cell    538            68.9
Timing Repair Buffer              137            24.8
Tap cell                          180            4.15
Inverter                           31            2.14
[cells by family (layout without fill, tap and decap cells)]
family,count (synthesis),count (layout)
xor gates and xnor gates,39,39
other,1,32
and+or+nand+nor,233,233
AOI/OAI and AO/OA,166,166
muxes,56,56
adders and majority gates,12,12
buffers and inverters,115,168
[power by group through the flow]
stage | sequential [mW] | clock [mW] | combinational (mW)
4_1_cts | 0 | 0 | 0.413
5_1_grt | 0 | 0 | 0.458
6_report | 0 | 0 | 0.413
[path summary, 6_finish.rpt]
| kind | end | slack, ns | depth (start not counted) |
|---|---|---|---|
| worst max-delay path | bc_din_fxpx2[29] | 0.40 | 15 |
| worst min-delay path | bc_addr_s[0] | 3.16 | 0 |
[layout by cell type (no fill, tap or decap), types with 6 or more instances in the layout]
cell and n:
ha_1 12, o211ai_1 6, o21ai_0 26, a21o_1 7
a21oi_1 31, inv_1 26, mux2i_1 31, nor2_1 58
o21ai_1 11, nand2b_1 13, clkdlybuf4s50_1 126, or3_1 11
buf_4 11, o31ai_1 9, conb_1 32, a31oi_1 7
nor2b_1 13, xnor2_1 17, nand3_1 22, xor2_1 18
mux2_2 9, nand2_1 54, mux4_2 13, nor3_1 18
[layer usage]
layer | vias to the layer above | GRT usage, % | wire length [um]
met4 | 0 | 0.772 | 45
met5 | - | 0 | 0
met3 | 4 | 0.859 | 749
li1 | 2366 | - | -
met2 | 159 | 23.7 | 5090
met1 | 2098 | 24.4 | 5840
[metrics by stage]
step	setup WS, ns	total power [mW]	area [um2]	cells
after CTS	0.402	0.413	5430	886
final	0.402	0.413	5430	886
after detailed placement	0.419	0.410	5430	886
after global placement	0.433	0.408	5430	886
after global routing	0.0371	0.458	5430	886
after floorplan	1.75	0.271	4400	653
Power is estimated from default activity; no workload was simulated.
