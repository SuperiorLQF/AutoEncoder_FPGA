$ cat flow/design.v
module vv_mac_pe#(
    parameter   INPUT_W     = 16,
    parameter   WEIGHT_W    = 8,
    parameter   BIAS_W      = 15,
    parameter   OUTPUT_W    = 17,
    parameter   OVERLFOW_W  = 9 
)(
    input                   clk     ,
    input                   rst_n   ,
    input   [INPUT_W-1:0]   din     ,    
    input   [BIAS_W-1:0]    bias    ,    
    input   [WEIGHT_W-1:0]  weight  ,    
    input                   sel     ,
    input                   en      ,    
    input                   clr     ,    
    output  [OUTPUT_W-1:0]  dout   
);
localparam  CALC_W = WEIGHT_W + INPUT_W + 2; 
wire [CALC_W-1:0]       result_mul;
wire [CALC_W-1:0]       result_add;
wire [CALC_W-1:0]       result_sel;
wire [INPUT_W-1:0]      din_s;
reg  [CALC_W-1:0]       dout_tmp;
assign din_s = en?din:0;
assign result_mul = $signed(weight) * $signed(din_s);
assign result_sel = sel?{{(CALC_W-BIAS_W){bias[BIAS_W-1]}},bias}:result_mul;
assign result_add = $signed(dout_tmp) + $signed(result_sel);
always @(posedge clk,negedge rst_n) begin
    if(~rst_n)begin
        dout_tmp <= 'd0;
    end
    else if(clr)begin
        dout_tmp <= 'd0;
    end
    else if(en)begin
        dout_tmp <= result_add;
    end
end
assign dout = ($signed(dout_tmp) >= $signed({{(OVERLFOW_W+1){1'b0}},{(OUTPUT_W-1){1'b1}}}))?{1'b0,{(OUTPUT_W-1){1'b1}}}: 
              ($signed(dout_tmp) <= $signed({{(OVERLFOW_W+1){1'b1}},1'b1,{(OUTPUT_W-2){1'b0}}}))?{1'b1,{(OUTPUT_W-1){1'b0}}}:dout_tmp[CALC_W-1-OVERLFOW_W-:OUTPUT_W]; 
endmodule
$ cat flow/run.sh
#!/bin/bash
# OpenROAD 26Q1-2900-gdf79404cd8, Yosys 0.63+post, stock flow scripts
make -C /OpenROAD-flow-scripts/flow DESIGN_CONFIG=/design/flow/config.mk WORK_HOME=/design/flow/orfs finish
$ cat flow/config.mk
export PLATFORM = sky130hd
export DESIGN_NAME = vv_mac_pe
export DESIGN_NICKNAME = vv_mac_pe
export VERILOG_FILES = /design/flow/design.v
export SDC_FILE = /design/flow/constraint.sdc
export NUM_CORES = 4
export LEC_CHECK = 1
export CORE_UTILIZATION = 40
$ cat flow/constraint.sdc
current_design vv_mac_pe

set clk_period 14.6
set clk_io_pct 0.2

create_clock -name clk0 -period $clk_period [get_ports {clk}]

set non_clock_inputs [all_inputs -no_clocks]
set_input_delay [expr $clk_period * $clk_io_pct] -clock clk0 $non_clock_inputs
set_output_delay [expr $clk_period * $clk_io_pct] -clock clk0 [all_outputs]
==> results.sh <==
# yosys + openroad results
export IMPL_status="finished, final reports clean"
export IMPL_synth_cell_type_count=62
export IMPL_h_tree_depth=1
export IMPL_crit_arrival_ns=10.86
export IMPL_wl_met1_mm=8.525
export IMPL_insertedDiodeCount=0
export IMPL_final_cells=1150
export IMPL_maxCapViolCount=0
export IMPL_dp_hpwl_mm=13.88
export IMPL_drc=0
export IMPL_root_buffer="clkbuf_16"
export IMPL_fin_crit_sh_pct=73.45
export IMPL_gp_congestion=0.8678
export IMPL_cts_setup_buffers=0
export IMPL_drive_gt1_share_pct=3.800
export IMPL_cts_inserted_buffers=3
export IMPL_syn_area_um2=7540
export IMPL_syn_inst=888
export IMPL_grt_first_pass_wirelength_mm=29.84
export IMPL_power_internal_mw=0.6183
export IMPL_r2r_cells=11
export IMPL_dr_wl_met2_mm=8.300
export IMPL_seqCellArea_um2=650.6
export IMPL_yosysTopAreaCellShare_pct=27.61
export IMPL_routed_wl_mm=17.31
export IMPL_crit_path_end_kind="register"
export IMPL_power_frac_clock_pct=6.8
export IMPL_pwr_share_seq_pct=11.5
export IMPL_p_comb_share_pct=81.7
export IMPL_via_count=6120
export IMPL_die_y_um=139.3
export IMPL_place_inst=1146
export IMPL_min_period_ns=10.72
export IMPL_p_sw_share_pct=48.52
export IMPL_tns_ns=0
export IMPL_yosysSeqAreaShare_pct=8.629
export IMPL_regToRegSetupSlack_ns=11.61
export IMPL_firstDrtPassIters=4
export IMPL_drtIter0Drc=345
export IMPL_ys_warn_count=1
export IMPL_cts_hold_fix_buffers=0
export IMPL_cts_tree="done"
export IMPL_coreArea_um2=18210
export IMPL_core_util_floorplan_pct=41.41
export IMPL_antenna_found_initial=0
export IMPL_fin_skew_ns=0.002319
export IMPL_yosys_cells=888
export IMPL_fp_dieW_um=139.3
export IMPL_cts_resized=0
export IMPL_top_cell="inv_1"
export IMPL_yosysChipArea_um2=7540
export IMPL_max_vdd_ir_drop_mv=0.09502
export IMPL_crit_type="in -> reg"
export IMPL_edf_count=0
export IMPL_holdCritPathClass="reg -> reg"
export IMPL_report_final_slew_viol_count=0
export IMPL_grt_pass1_vias=6032
export IMPL_dr_wl_met3_um=434
export IMPL_flop_cell="dfrtp_1"
export IMPL_holdPathEnd="dout_tmp[20]$_DFFE_PN0P_"
export IMPL_reg_top3="dout_tmp (26)"
export IMPL_min_path_cells=2
export IMPL_grt_max_degree=102
export IMPL_rr_endpoint="dout_tmp[20]$_DFFE_PN0P_"
export IMPL_yosys_register_bits=26
export IMPL_highest_layer="met4"
export IMPL_netlist_top_cells_count="161 x inv_1, 104 x fa_1, 94 x and3_1, 70 x ha_1, 43 x a21oi_1"
export IMPL_fp_row_count=49
export IMPL_switchingPower_mw=0.5828
export IMPL_top_area_cell="fa_1"
export IMPL_cellLeakagePower_nw=4.374
export IMPL_cts_buffer_depth=2
export IMPL_portBuffers=60
export IMPL_cts_sinks=26
export IMPL_syn2layout_area_growth_pct=11.88
export IMPL_power_density_nw_per_um2=142.4
export IMPL_io_pins=61
export IMPL_clk_pin_slew_worst_paths_ns=0.07
export IMPL_crit_reg2reg_launch="dout_tmp[0]$_DFFE_PN0P_"
export IMPL_ys_async_sr_fraction_pct=100.0
export IMPL_maxSlewHeadroom_pct=50.24
export IMPL_postRouteAntennaNets=0
export IMPL_dieArea_um2=19400
export IMPL_overflow=0
export IMPL_fill_cells=1818
export IMPL_worstSkewPairLatency_ns=0.26
export IMPL_rsz0062_at_grt="false"
export IMPL_largest_reg_flops=26
export IMPL_wire_per_inst_um=15.05
export IMPL_logic_area_um2=6146
export IMPL_post_drt_via_cell_ratio=5.322
export IMPL_hold_viol=0
export IMPL_worst_pin_slew_ns=0.7464
export IMPL_path_max_fanout=101
export IMPL_holdCritStartpoint="dout_tmp[20]$_DFFE_PN0P_"
export IMPL_synth_area_per_cell_um2=8.491
export IMPL_largest_register="dout_tmp"
export IMPL_cp_start_kind="primary input"
export IMPL_critPathRequiredTime_ns=14.73
export IMPL_finalSetupViolCount=0
export IMPL_track_usage_pct=19.50
export IMPL_synth_area_top_cells="fa_1 28%, ha_1 12%, dfrtp_1 8.6%"
export IMPL_warnings=27
export IMPL_fmax_mhz=93.25
## stage by stage
stage	power, mW	worst slack (ns)	cell area (µm²)	hold slack [ns]	utilization, %
finish	1.201	3.876	8436	0.6014	46.33
global route	1.345	3.397	8436	0.6244	46.33
CTS	1.216	3.981	8436	0.6043	46.33
detailed placement	1.126	3.739	8330	0.5920	45.75
global placement	1.128	3.957	8330	0.5806	45.75
floorplan	0.8551	4.930	7540	0.5383	-
## how the worst max path moves through the flow
stage	slack, ns	startpoint	to	depth (start not counted)
6_report	3.88	en	dout_tmp[25]$_DFFE_PN0P_	26
5_1_grt	3.40	en	dout_tmp[25]$_DFFE_PN0P_	26
4_1_cts	3.98	en	dout_tmp[25]$_DFFE_PN0P_	26
## layout by cell type (no fill, tap or decap), types with 4 or more instances in the layout
cell type and count:
xor2_1 11, a21oi_1 43, buf_4 7, a31oi_1 5
nand4_1 7, o21ai_0 32, o21a_1 5, nor4_1 4
nand2b_1 5, xnor2_1 29, nor3_1 11, nor2b_1 7
inv_1 161, nor2_1 41, and3_1 94, dfrtp_1 26
o211ai_1 4, fa_1 104, nand3_1 28, mux2_2 4
a211oi_1 7, or4_1 4, mux2i_1 22, and4_1 4
a21o_1 30, clkdlybuf4s50_1 59, o31ai_1 6, ha_1 70
nand2_1 40
## worst max-delay path: stages
cell      delay (ns)
buf_4           0.52
buf_4           0.69
nand3_1         0.23
fa_1            0.53
fa_1            0.54
inv_1           0.05
fa_1            0.53
inv_1           0.05
fa_1            0.52
inv_1           0.05
ha_1            0.32
a21o_1          0.21
a211oi_1        0.48
o21ai_0         0.26
a211oi_1        0.40
xor2_1          0.18
o21ai_0         0.09
ha_1            0.37
nand3_1         0.09
nor2_1          0.21
and4_1          0.25
a32oi_2         0.07
a31oi_1         0.40
a31oi_4         0.15
mux2i_1         0.14
or4_1           0.51
## power by group through the flow
stage / clock network, mW / logic (mW) / registers [mW]
6_report: 0.0816 / 0.981 / 0.138
4_1_cts: 0.0841 / 0.994 / 0.138
5_1_grt: 0.0871 / 1.11 / 0.143
## cells by family after synthesis
kind of cell	after synthesis	share of synthesized area, %
AND-OR/OR-AND	165	15.50
XOR/XNOR	40	4.646
adder cells (fa/ha/maj)	174	39.23
buffers and inverters	198	9.857
flip-flops	26	8.629
multiplexers	26	3.518
AND/OR/NAND/NOR	259	18.62
## metal layers
metal	global-route usage [%]	vias up
li1	-	3059
met4	0.7602	0
met1	30.61	2977
met5	0	-
met3	2.069	4
met2	31.74	80
## final cells by class
class,count,area share (%)
repair buffers,66,7.624
multi-input cells,664,72.86
well taps,229,3.397
inverters,161,7.164
clock buffers,3,0.8899
flip-flops and latches,26,7.713
clock inverters,1,0.3560
Power and IR drop assume default switching activity.
